**./design.v**
```verilog
`timescale 1ns / 1ps
module life_data #
(
	parameter X=8,
	parameter Y=8,
	parameter LOG2X=3,
	parameter LOG2Y=3
) (
	input clk,
	input reset,
	input nxt_bit,
	input key_flip,
	input [LOG2X-1:0]cursor_x,
	input [LOG2Y-1:0]cursor_y,
	input pipe_out,
	output reg [(X*Y-1):0]data
);
reg [(X*Y-1):0]data_next;
reg key_flip_d;
always @(*)
begin
	data_next = {data[0], data[(X*Y-1):1]};
	if (nxt_bit)  
	begin
		data_next[(Y-1)*X-3] = pipe_out;
	end
	else if (key_flip_d && !key_flip)
		data_next[{cursor_y, cursor_x}] = !data_next[{cursor_y, cursor_x}];
end
always @(posedge clk)
begin
	key_flip_d  <= key_flip;
end
always @(posedge clk, negedge reset)
begin
	if (~reset)
		data <= {(X*Y){1'b0}};
	else
		data <= data_next;
end
endmodule
```
**./run.sh**
```bash
#!/bin/bash
# OpenROAD 26Q1-2900-gdf79404cd8, Yosys 0.63+post, stock flow scripts
make -C /OpenROAD-flow-scripts/flow DESIGN_CONFIG=/design/flow/config.mk WORK_HOME=/design/flow/orfs finish
```
**./config.mk**
```make
export PLATFORM = sky130hd
export DESIGN_NAME = life_data
export DESIGN_NICKNAME = life_data
export VERILOG_FILES = /design/flow/design.v
export SDC_FILE = /design/flow/constraint.sdc
export NUM_CORES = 4
export LEC_CHECK = 1
export CORE_UTILIZATION = 40
```
**./constraint.sdc**
```tcl
current_design life_data

set clk_period 4.7
set clk_io_pct 0.2

create_clock -name clk0 -period $clk_period [get_ports {clk}]

set non_clock_inputs [all_inputs -no_clocks]
set_input_delay [expr $clk_period * $clk_io_pct] -clock clk0 $non_clock_inputs
set_output_delay [expr $clk_period * $clk_io_pct] -clock clk0 [all_outputs]
```
==> run summary <==
data arrival time of the critical path - 3.94 ns
OpenROAD warnings - 28
highest attainable clock frequency - 0.268 GHz
r2r setup slk - 2.34 ns
worst ir drop on vdd - 0.182 mV
final hold slack - 0.517 ns
CP Launch Point - cursor_x[1]
share of synthesized cell area in full adder, half adder and majority cells - 1.38%
actual transition at the worst max-transition pin - 0.898 ns
result of the run - finished clean
number of pins with negative max-slew slack in the final report - 0
overflow left after global routing - 0
RePlAce Congestion - 0.903
wire length of the first global-routing pass - 18,800 um
Yosys chip area - 3630 um^2
placeable core area - 8760 um^2
drt via density - 5.92
P per Cell Area - 305 nW/um^2
launch instance of the worst register-to-register path - data[9]
number of instances resized during post-cts repair - 0
element type at the critical path end - flop
ant diodes - 0
total routing usage reported by global routing - 27.0%
number of max-cap violations - 0
growth of design area from synthesis to finish - 26.7%
Die ar. - 9450 um^2
Post-synth EDFFs - 0
number of buffers between clock root and the deepest sink - 2
final setup violation count - 0
clock transition time at the flip-flop clock pins of the worst setup and hold paths - 0.08 ns
Clock Root Buffer - clkbuf_8
TritonCTS Buffers - 9
cell count after synthesis - 359
placement row count - 34
mux share - 13.6%
worst-case clock skew - 0.0132 ns
and+or+nand+nor area frac - 11.7%
Worst Path Max Fanout - 12
dominant logic cell types in the final layout - 72 x clkdlybuf4s50_1, 64 x dfrtp_1, 45 x o21ai_0
final sum of negative setup slack - 0 ns
Routed WL - 12,000 um
Min-Delay Startpoint - data[1]
total chip power - 1.40 mW
initial cell density of the core - 41.4%
highest-count logic cell in the final layout - clkdlybuf4s50_1
placed wire-length estimate after detailed placement - 8240 um
async set or reset register ratio after synthesis - 98.5%
Die Span X - 97.2 um
initial antenna violation count - 0
pin count of the biggest net entering global routing - 36
mean routed wirelength per cell - 22.2 um
largest incremental delay on the critical path - 0.66 ns
min Tclk post-route - 3.74 ns
critical-path cell list - clkdlybuf4s50_1 > inv_1 > ha_1 > nor3b_1 > xor2_1 > a211oi_2 > nand2_1 > o21ai_0 > o31ai_1
leakage component of the power - 1.79 nW
required time reported for the critical path endpoint - 4.90 ns
crit path launch type - input port
hold buffer count at cts - 0
DRC viols - 0
clock net sink count - 65
fraction of layout instances using a drive strength above 1 - 13.2%
via count of the first global-routing pass - 3,301
Iter 0 DRT Violations - 237
yosys warning tally - 1
post-CTS setup buffers - 0
yosys stat cell total - 359
number of I/O port buffers - 74
Layout Utilization - 52.4%
synthesized area per cell - 10.1 um^2
most used flip-flop cell after synthesis - dfrtp_1
IO Count - 75
fill cell total of the finished layout - 811
sequential element share of the synthesized area - 44.7%
First-pass DRT Iterations - 4
deepest level of the CTS H-tree - 3
setup repair after global routing missed its margin - false
library cells used by synthesis - 46
period utilisation layout - 79.5%
netlist area before placement - 3630 um^2
comb area leader - AND-OR/OR-AND gates
TritonCTS clock tree - built
die boundary height - 97.2 um
worst-case headroom to the max-slew limit - 40.1%
Worst-Skew Late Latency - 0.34 ns
total via count after detailed routing - 3,189
XOR/XNOR Area Share - 0.966%
Yosys reg bits - 65
Worst Hold Class - reg2reg
compound-cell area share of the yosys netlist - 23.4%
Crit Path Category - in2reg
Detail Route Antenna Nets - 0
count of endpoints failing hold in the final timing report - 0
crit path max-delay cell type - clkdlybuf4s50_1
==> layer usage <==
| metal | part of all wire [%] | track usage (%) |
|---|---|---|
| met3 | 7.0 | 5.86 |
| met5 | 0 | 0 |
| met1 | 46 | 42.9 |
| met2 | 45 | 39.4 |
| met4 | 1.6 | 6.00 |
==> worst max-delay path: cells and delay by family <==
family / cells / cell delay, ns
XOR/XNOR: 1 / 0.17
AND/OR/NAND/NOR: 2 / 0.76
adder cells (fa/ha/maj): 1 / 0.30
buffers and inverters: 2 / 0.87
AND-OR/OR-AND: 3 / 0.89
==> cell families after synthesis <==
kind of cell	after synthesis
AOI/OAI and AO/OA	126
and+or+nand+nor	85
DFF	65
muxes	46
buffers and inverters	29
xor gates and xnor gates	4
adders and majority gates	4
==> layout make-up <==
class                      instances  area [um^2]  area share, %
timing repair buffer              80          788           17.2
inverter                           6         22.5          0.490
multi-input combinational        265         1870           40.6
clock inverter                     5         33.8          0.735
clock buffer                      10          128           2.78
sequential                        65         1620           35.3
tap                              108          135           2.94
==> through the flow <==
stage / std cells / setup slack (ns) / cell area, um^2
floorplan: 359 / 1.39 / 3630
global placement: 524 / 0.732 / 4430
detailed placement: 524 / 0.645 / 4430
CTS: 539 / 1.00 / 4590
global route: 539 / 0.733 / 4590
finish: 539 / 0.964 / 4590
==> Yosys cell counts (5+ instances only) <==
cell type | instances | area share, %
a21oi_1 | 5 | 0.69
a22oi_1 | 6 | 1.2
buf_2 | 6 | 0.83
clkbuf_1 | 10 | 1.0
dfrtp_1 | 64 | 44
inv_1 | 6 | 0.62
mux2_2 | 26 | 8.1
mux2i_1 | 19 | 5.2
nand2_1 | 44 | 4.6
nand2b_1 | 6 | 1.0
nand3_1 | 5 | 0.69
nor2_1 | 5 | 0.52
nor2b_1 | 6 | 1.0
o21ai_0 | 45 | 6.2
o22ai_1 | 8 | 1.4
o31ai_1 | 44 | 9.1
==> power by group <==
| part | total [mW] | internal (mW) | switching, mW |
|---|---|---|---|
| clock network | 0.417 | 0.188 | 0.230 |
| registers | 0.651 | 0.610 | 0.0411 |
| logic | 0.331 | 0.168 | 0.163 |
==> final timing paths <==
kind / to / cells after the start
max in group asynchronous: data[25] / 2
worst max-delay path: data[33] / 9
min in group asynchronous: data[5] / 1
worst min register to register: data[0] / 2
worst min-delay path: data[0] / 2
worst max register to register: data[54] / 7
==> flip-flops by register name (all words and copies together) (netlist names) <==
signal / flops
data: 64
key_flip_d: 1
No activity file was given, so power comes from the tool's default toggle rates.
