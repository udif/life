[./config.mk]
export PLATFORM = sky130hd
export DESIGN_NAME = life_2
export DESIGN_NICKNAME = life_2
export VERILOG_FILES = /design/flow/design.v
export SDC_FILE = /design/flow/constraint.sdc
export NUM_CORES = 4
export LEC_CHECK = 1
export CORE_UTILIZATION = 30
[./design.v]
`timescale 1ns / 1ps
module life_cursor #
(
	parameter X=3'd8,
	parameter Y=3'd8,
	parameter LOG2X=3,
	parameter LOG2Y=3
) (
	input clk,
	input reset,
	input [2:0]keys,
	input [(LOG2X+LOG2Y-1):0]cnt,
	output reg cell_flip,
	output reg [LOG2Y-1:0]cursor_y,
	output reg [LOG2X-1:0]cursor_x
);
wire key_down, key_up, key_left, key_right;
reg flip_detect;
assign key_down  = (keys == 3'd2);
assign key_up    = (keys == 3'd1);
assign key_left  = (keys == 3'd3);
assign key_right = (keys == 3'd4);
assign key_flip  = (keys == 3'd5);
always @(posedge clk, negedge reset)
begin
	if (~reset)
	begin
		cursor_y <= {LOG2Y{1'b0}};
		cursor_x <= {LOG2Y{1'b0}};
		flip_detect <= 1'b0;
	end
	else
	begin
		if (key_down)
			cursor_y <= cursor_y + 1;
		else if (key_up)
			cursor_y <= cursor_y - 1;
		if (key_left)
			cursor_x <= cursor_x + 1;
		else if (key_right)
			cursor_x <= cursor_x - 1;
		if (cnt != {(LOG2X+LOG2Y){1'b1}})
			flip_detect <= flip_detect | key_flip;
		else
			flip_detect <= key_flip;
		cell_flip <= (flip_detect && (cnt == {(LOG2X+LOG2Y){1'b1}}));
	end
end
endmodule
`timescale 1ns / 1ps
module life_data_high #
(
	parameter X=8,
	parameter Y=8,
	parameter HIGH_BITS=(X+3),  
	parameter LOG2X=3,
	parameter LOG2Y=3
) (
	input clk,
	input reset,
	input nxt_bit,
	input cell_flip,
	input [LOG2X-1:0]cursor_x,
	input [LOG2Y-1:0]cursor_y,
	input pipe_out,
	input data_low_lsb,
	output reg [(X*Y-1):(X*Y-HIGH_BITS)]data_high
);
reg [(X*Y-1):(X*Y-HIGH_BITS)]data_high_next;
always @(*)
begin
	data_high_next = {data_low_lsb, data_high[(X*Y-1):(X*Y-HIGH_BITS+1)]};
	if (nxt_bit)  
	begin
		data_high_next[(Y-1)*X-3] = pipe_out;
	end
	if (cell_flip)
		data_high_next[{cursor_y, cursor_x}] = !data_high_next[{cursor_y, cursor_x}];
end
always @(posedge clk, negedge reset)
begin
	if (~reset)
		data_high <= {HIGH_BITS{1'b0}};
	else
		data_high <= data_high_next;
end
endmodule
`timescale 1ns / 1ps
module life_neighbour #
(
	parameter X=3'd8,
	parameter Y=3'd8,
	parameter LOG2X=3,
	parameter LOG2Y=3
) (
	input [(X*Y)-1:0]data,
	input [(LOG2X+LOG2Y-1):0]cnt,
	output c, l, r, u, d, lu, ld, ru, rd
 );
wire [LOG2X-1:0]x;
wire [LOG2Y-1:0]y;
assign c  = data[(X*Y-1)];
assign x  = cnt[(LOG2X-1):0];
assign y  = cnt[(LOG2Y-1+LOG2X):LOG2X];
assign r  = (x == (X-1)) ? 1'b0 : data[0];
assign l  = (x == 3'd0)  ? 1'b0 : data[(X*Y-2)];
assign d  = (y == (Y-1)) ? 1'b0 : data[(X-1)];
assign u  = (y == 3'd0)  ? 1'b0 : data[(X*(Y-1)-1)];
assign rd = ((x == (X-1)) || (y == (Y-1))) ? 1'b0 : data[X];
assign ld = ((x == 3'd0)  || (y == (Y-1))) ? 1'b0 : data[X-2];
assign ru = ((x == (X-1)) || (y == 3'd0))  ? 1'b0 : data[X*(Y-1)];
assign lu = ((x == 3'd0)  || (y == 3'd0))  ? 1'b0 : data[X*(Y-1)-2];
endmodule
`timescale 1ns / 1ps
module life_pipe #
(
	parameter X=3'd8,
	parameter Y=3'd8,
	parameter LOG2X=3,
	parameter LOG2Y=3
) (
	input clk,
	input reset,
	input new_data,
	output pipe_out
);
reg [X:0]pipe;
always @(posedge clk, negedge reset)
begin
	if (~reset)
		pipe <= {(X+1){1'b0}};
	else
		pipe <= {pipe[X-1:0], new_data};
end
assign pipe_out = pipe[X];
endmodule
`timescale 1ns / 1ps
module life_row #
(
	parameter X=3'd8,
	parameter Y=3'd8,
	parameter LOG2X=3,
	parameter LOG2Y=3
) (
	input clk,
	input reset,
	input [(LOG2X+LOG2Y-1):0]cnt,
	output reg [X-1:0]row
);
always @(posedge clk, negedge reset)
begin
	if (~reset)
		row <= {X{1'b0}};
	else
		row <= (1 << cnt[LOG2X+LOG2Y-1:LOG2Y]);
end
endmodule
`timescale 1ns / 1ps
module life_sum #
(
	parameter X=3'd8,
	parameter Y=3'd8,
	parameter LOG2X=3,
	parameter LOG2Y=3
) (
	output new_data,
	input c, l, r, u, d, lu, ld, ru, rd
);
wire [1:0]sum1, sum2, sum3;
wire [2:0]total;
assign sum1 = {1'b0, lu} + {1'b0, u} + {1'b0, ru};
assign sum2 = {1'b0, l}  +             {1'b0, r};
assign sum3 = {1'b0, ld} + {1'b0, d} + {1'b0, rd};
assign total = {1'b0, sum1} + {1'b0, sum2} + {1'b0, sum3};
assign new_data = (total == 3'd3) | (total == 3'd2) & c;
endmodule
`timescale 1ns / 1ps
module life_2 #
(
	parameter X=8,
	parameter Y=8,
	parameter HIGH_BITS=(X+3),  
	parameter LOG2X=3,
	parameter LOG2Y=3
) (
	input clk,
	input reset,
	input nxt_bit,
	input [2:0]keys,
	input data_low_lsb,
	input [2:0]data_low_X_XM2,
	input [(LOG2X+LOG2Y-1):0]cnt,
	output [X-1:0]row,
	output [LOG2X-1:0]cursor_x,
	output [LOG2Y-1:0]cursor_y,
	output data_high_lsb
 );
wire new_data;
wire pipe_out;
wire c, l, r, u, d, lu, ld, ru, rd;
wire [(X*Y-1):(X*Y-HIGH_BITS)]data_high;
reg [(X*Y-1):0]data;
assign data_high_lsb = data_high[(X*Y-HIGH_BITS)];
life_data_high  #(
  .X(X),
  .Y(Y),
  .HIGH_BITS(HIGH_BITS),
  .LOG2X(LOG2X),
  .LOG2Y(LOG2Y)
) l_data_h (
	.clk(clk),
	.reset(reset),
	.nxt_bit(nxt_bit),
	.cell_flip(cell_flip),
	.pipe_out(pipe_out),
	.cursor_x(cursor_x),
	.cursor_y(cursor_y),
	.data_low_lsb(data_low_lsb),
	.data_high(data_high)
);
life_cursor  #(
  .X(X),
  .Y(Y),
  .LOG2X(LOG2X),
  .LOG2Y(LOG2Y)
) l_cursor (
	.clk(clk),
	.reset(reset),
	.keys(keys),
	.cnt(cnt),
	.cell_flip(cell_flip),
	.cursor_x(cursor_x),
	.cursor_y(cursor_y)
);
always @(*)
begin
	data = {(X*Y){1'b0}};
	data[(X*Y-1):(X*Y-HIGH_BITS)] = data_high;
	data[X:(X-2)] = data_low_X_XM2;
	data[0] = data_low_lsb;
end
life_neighbour  #(
  .X(X),
  .Y(Y),
  .LOG2X(LOG2X),
  .LOG2Y(LOG2Y)
) l_n (
	.data(data),
	.cnt(cnt),
	.c(c), .l(l), .r(r), .u(u), .d(d),
	.lu(lu), .ld(ld), .ru(ru), .rd(rd)
);
life_sum  #(
  .X(X),
  .Y(Y),
  .LOG2X(LOG2X),
  .LOG2Y(LOG2Y)
) l_sum (
	.new_data(new_data),
	.c(c), .l(l), .r(r), .u(u), .d(d),
	.lu(lu), .ld(ld), .ru(ru), .rd(rd)
);
life_pipe  #(
  .X(X),
  .Y(Y),
  .LOG2X(LOG2X),
  .LOG2Y(LOG2Y)
) l_pipe (
	.clk(clk),
	.reset(reset),
	.new_data(new_data),
	.pipe_out(pipe_out)
);
life_row  #(
  .X(X),
  .Y(Y),
  .LOG2X(LOG2X),
  .LOG2Y(LOG2Y)
) l_row (
	.clk(clk),
	.reset(reset),
	.cnt(cnt),
	.row(row)
);
endmodule
[./run.sh]
#!/bin/bash
# OpenROAD 26Q1-2900-gdf79404cd8, Yosys 0.63+post, stock flow scripts
make -C /OpenROAD-flow-scripts/flow DESIGN_CONFIG=/design/flow/config.mk WORK_HOME=/design/flow/orfs finish
[./constraint.sdc]
current_design life_2

set clk_period 4.4
set clk_io_pct 0.2

create_clock -name clk0 -period $clk_period [get_ports {clk}]

set non_clock_inputs [all_inputs -no_clocks]
set_input_delay [expr $clk_period * $clk_io_pct] -clock clk0 $non_clock_inputs
set_output_delay [expr $clk_period * $clk_io_pct] -clock clk0 [all_outputs]
==> Changelog: implementation <==
## Implementation

* Worst-Skew Late Latency at about 0.28 ns
* Vias at approximately 1900
* Mapped Cells at 240
* Post-synth regs at 36
* Synth area leader: dfrtp_1
* H-tree lvl count at 2
* Root buf cell: clkbuf_8
* Reg clk slew, reported paths at about 0.07 ns
* Setup WS pre-CTS at -0.09500 ns
* Diode count at 0
* Ys async rst share at a little over nine tenths
* Starting DRC count in detailed routing at 113
* Core area at 7888 µm²
* Vias in the first global route at roughly 1800
* Slew Viols, Final at 0
* VDD IR max at ~0.00026 V
* Tmin final at 4.161 ns
* Number of enable flip-flop cells at 1
* Vias/cell at 5.018
* YS chip area at 2494 µm²
* Syn Area/Cell at 10.39 µm²
* Number of OpenROAD warnings at 27
* GPL Wtd Cong at 0.8194
* Fp util at 31.61%
* Most frequent cell after synthesis: dfrtp_1
* Die area at 8681 µm²
* Post-route DRC at 0
* Num CTS Buffers at 5
* Final Cell Area at 3029 µm²
* TritonRoute pass-1 iters at 4
* Final Hold Viols at 0
* Status: finished clean
* Top cells by area: dfrtp_1, ha_1, fa_1
* Area growth from synthesis to layout at 21.48%
* PD cells at 607.6 nW/µm²
* Final Worst Setup Slack at 0.2394 ns
* Final wirelength at 5248 µm
* First-pass GRT wire length at 9087 µm
* Setup Skew at between 0.006 and 0.007 ns
* Register share after synthesis at 36.33%
* Crit-path max FO at 4
* Worst setup EP type: flop
* Num rows at 32
* Relative slew margins at about two thirds
* CTS tree: done
* Fin util at 38.40%
* Die Height at a little over 90 µm
* Top Ports at 31
* Drt wl/cell at 13.81 µm
* Gr ovfl total at 0
* RSZ-0062 raised after global routing: no
* Cell Area, Synth at between 2000 and 2500 µm²
* WS Path Type: input port to flop
* Cell total in the yosys stat output at 240
* Synth Flop Type: dfrtp_1
* Placed Instance Area at 2933 µm²
* Antenna violations before repair at 0
* Layout cells sized above 1 at 16.91%
* Final HPWL DP at 3912 µm
* Worst-margin pin slew at ~0.5 ns
* GR Util All Layers at a little over an eighth
* Top post-synthesis cells by count: dfrtp_1, nand3_1, nor2_1
* Ys Warns at 17
* Synth top area share at between 30% and 40%
* Largest net degree at the start of global routing at 37
* Final setup violation count at 0
* Port Buffers at 30
* Period utilisation layout at a little over nine tenths
* Max-cap violations at 0
* Filler instances at 768
* Number of nets with antenna violations after routing at 0
* Count of different cell masters after synthesis at around 62
* Cts hold-fix bufs at 0
* Number of setup buffers added after CTS at 0
* Crit path DRT at 4.62 ns
* F_max at about 240 MHz
* Static leakage at 1.245 nW
* Hold Crit Class: flop to flop
* Sink Count at 36
* Critical Path Start Type: input port
* Die Wd at 93.17 µm
* Max Buffers Root-to-Sink at 2
* Critical path arrival at 4.38 ns
-- state kept, by name, indices dropped and copies added, names as in the netlist --
register,count
l_pipe.pipe,9
l_cursor.cursor_x,3
l_cursor.flip_detect,1
l_cursor.cursor_y,3
l_row.row,8
l_data_h.data_high,11
l_cursor.cell_flip,1
-- worst max-delay path, cell delays in order --
cell             delay (ns)
clkdlybuf4s50_1        0.41
or3_1                  0.42
and3_1                 0.20
fa_1                   0.50
inv_1                  0.05
fa_1                   0.52
inv_1                  0.05
fa_1                   0.47
ha_1                   0.22
fa_1                   0.47
o21ai_0                0.08
nor2_1                 0.09
-- final timing paths --
path | startpoint | end | slack (ns) | cells past startpoint
worst max-delay path | cnt[5] | l_pipe.pipe[0] | 0.24 | 12
worst min-delay path | l_pipe.pipe[5] | l_pipe.pipe[6] | 0.35 | 0
min in group asynchronous | reset | l_row.row[0] | 0.63 | 2
max in group asynchronous | reset | l_data_h.data_high[59] | 3.44 | 2
worst min register to register | l_pipe.pipe[5] | l_pipe.pipe[6] | 0.35 | 0
worst max register to register | l_cursor.cursor_x[1] | l_data_h.data_high[55] | 0.39 | 12
-- power breakdown --
part | total (mW) | switching (mW) | leakage [nW] | internal, mW
combinational | 1.13 | 0.657 | 0.758 | 0.477
clock | 0.243 | 0.116 | 0.0445 | 0.127
sequential | 0.464 | 0.0617 | 0.442 | 0.402
-- routing by layer --
metal,routed length (µm),track usage (%),part of all wire (%),vias to the layer above
li1,-,-,-,947
met1,2648,21.74,50,908
met2,2266,19.61,43,48
met3,304,3.060,5.8,4
met4,28,1.154,0.53,0
met5,0,0,0,-
-- repair_timing --
| action | in CTS | in global routing |
|---|---|---|
| gates resized | 0 | 1 |
| endpoints found under the hold margin | 0 | 0 |
| setup endpoints to repair | 0 | 4 |
-- logic make-up after synthesis --
family,share of synthesized area [%]
AND-OR/OR-AND,12.95
XOR/XNOR,4.466
adder cells (fa/ha/maj),11.84
buffers and inverters,4.314
flip-flops,36.33
multiplexers,7.576
AND/OR/NAND/NOR,22.53
-- metrics by stage --
step	power, mW	instances	hold slack [ns]	TNS, ns
finish	1.841	380	0.3487	0
floorplan	1.324	240	0.3312	0
detailed placement	1.595	372	0.3347	-0.09500
global route	2.018	380	0.3613	0
global placement	1.582	372	0.3347	-0.009119
CTS	1.851	380	0.3507	0
-- area by class of cell --
class | count | area, µm² | share of cell area [%]
timing repair buffer | 40 | 370.4 | 12.23
clock buffer | 7 | 86.33 | 2.850
inverter | 13 | 48.80 | 1.611
clock inverter | 1 | 7.507 | 0.2478
sequential | 36 | 905.9 | 29.90
tap | 102 | 127.6 | 4.213
multi-input combinational | 181 | 1483 | 48.95
-- cell usage in the layout (no fill, tap or decap), types with 5 or more instances in the layout --
cell type        count
nor4_1               5
a21oi_1              9
o21ai_0              8
nor2_1              14
buf_4               10
mux2_2              10
ha_1                14
clkdlybuf4s50_1     29
and3_1               7
dfrtp_1             35
clkbuf_8             6
xnor2_1              7
inv_1               11
fa_1                 6
nand2_1             12
nand3_1             17
nor3_1               5
Power is estimated from default activity; no workload was simulated.
