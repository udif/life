## flow/run.sh

```bash
#!/bin/bash
# OpenROAD 26Q1-2900-gdf79404cd8, Yosys 0.63+post, stock flow scripts
make -C /OpenROAD-flow-scripts/flow DESIGN_CONFIG=/design/flow/config.mk WORK_HOME=/design/flow/orfs finish
```

## flow/config.mk

```make
export PLATFORM = sky130hd
export DESIGN_NAME = life
export DESIGN_NICKNAME = life
export VERILOG_FILES = /design/flow/design.v
export SDC_FILE = /design/flow/constraint.sdc
export NUM_CORES = 4
export LEC_CHECK = 1
export CORE_UTILIZATION = 50
```

## flow/constraint.sdc

```tcl
current_design life

set clk_period 5.5
set clk_io_pct 0.2

create_clock -name clk0 -period $clk_period [get_ports {clk}]

set non_clock_inputs [all_inputs -no_clocks]
set_input_delay [expr $clk_period * $clk_io_pct] -clock clk0 $non_clock_inputs
set_output_delay [expr $clk_period * $clk_io_pct] -clock clk0 [all_outputs]
```

## flow/design.v

```verilog
`timescale 1ns / 1ps
module life_cnt #
(
	parameter X=3'd8,
	parameter Y=3'd8,
	parameter LOG2X=3,
	parameter LOG2Y=3
) (
	input clk,
	input reset,
	input [2:0]keys,
	output reg nxt_bit,
	output reg cell_flip,
	output reg [(LOG2X+LOG2Y-1):0]cnt
);
reg nxt;
reg flip_detect;
wire last_cnt;
wire key_nxt  = (keys == 3'd6);
wire key_flip = (keys == 3'd5);
assign last_cnt = (cnt == {{(LOG2X+LOG2Y-1){1'b1}}, 1'b0});
always @(posedge clk, negedge reset)
begin
	if (~reset)
	begin
		nxt_bit <= 1'b0;
		nxt <= 1'b0;
		cnt <= {(LOG2X+LOG2Y){1'b0}};
	end
	else
	begin
		if (last_cnt)
			nxt_bit <= nxt;
		if (key_nxt)
			nxt <= 1'b1;
		else if (last_cnt)
			nxt <= 1'b0;
		cnt <= cnt + 1;
		if (cnt != {(LOG2X+LOG2Y){1'b1}})
			flip_detect <= flip_detect | key_flip;
		else
			flip_detect <= key_flip;
		cell_flip <= (flip_detect && (cnt == {(LOG2X+LOG2Y){1'b1}}));
	end
end
endmodule
`timescale 1ns / 1ps
module life_col #
(
	parameter X=3'd8,
	parameter Y=3'd8,
	parameter LOG2X=3,
	parameter LOG2Y=3
) (
	input clk,
	input reset,
	input [(X-1):0]top_row,
	input [(LOG2X+LOG2Y-1):0]cnt,
	output reg [Y-1:0]col
);
always @(posedge clk, negedge reset)
begin
	if (~reset)
		col <= {Y{1'b0}};
	else if (cnt[LOG2X-1:0] == {LOG2X{1'b0}})
		col <= top_row;
end
endmodule
`timescale 1ns / 1ps
module life_cursor #
(
	parameter X=3'd8,
	parameter Y=3'd8,
	parameter LOG2X=3,
	parameter LOG2Y=3
) (
	input clk,
	input reset,
	input [2:0]keys,
	input [(LOG2X+LOG2Y-1):0]cnt,
	output reg cell_flip,
	output reg [LOG2Y-1:0]cursor_y,
	output reg [LOG2X-1:0]cursor_x
);
wire key_down, key_up, key_left, key_right;
reg flip_detect;
assign key_down  = (keys == 3'd2);
assign key_up    = (keys == 3'd1);
assign key_left  = (keys == 3'd3);
assign key_right = (keys == 3'd4);
assign key_flip  = (keys == 3'd5);
always @(posedge clk, negedge reset)
begin
	if (~reset)
	begin
		cursor_y <= {LOG2Y{1'b0}};
		cursor_x <= {LOG2Y{1'b0}};
		flip_detect <= 1'b0;
	end
	else
	begin
		if (key_down)
			cursor_y <= cursor_y + 1;
		else if (key_up)
			cursor_y <= cursor_y - 1;
		if (key_left)
			cursor_x <= cursor_x + 1;
		else if (key_right)
			cursor_x <= cursor_x - 1;
		if (cnt != {(LOG2X+LOG2Y){1'b1}})
			flip_detect <= flip_detect | key_flip;
		else
			flip_detect <= key_flip;
		cell_flip <= (flip_detect && (cnt == {(LOG2X+LOG2Y){1'b1}}));
	end
end
endmodule
`timescale 1ns / 1ps
module life_data_high #
(
	parameter X=8,
	parameter Y=8,
	parameter HIGH_BITS=(X+3),  
	parameter LOG2X=3,
	parameter LOG2Y=3
) (
	input clk,
	input reset,
	input nxt_bit,
	input cell_flip,
	input [LOG2X-1:0]cursor_x,
	input [LOG2Y-1:0]cursor_y,
	input pipe_out,
	input data_low_lsb,
	output reg [(X*Y-1):(X*Y-HIGH_BITS)]data_high
);
reg [(X*Y-1):(X*Y-HIGH_BITS)]data_high_next;
always @(*)
begin
	data_high_next = {data_low_lsb, data_high[(X*Y-1):(X*Y-HIGH_BITS+1)]};
	if (nxt_bit)  
	begin
		data_high_next[(Y-1)*X-3] = pipe_out;
	end
	if (cell_flip)
		data_high_next[{cursor_y, cursor_x}] = !data_high_next[{cursor_y, cursor_x}];
end
always @(posedge clk, negedge reset)
begin
	if (~reset)
		data_high <= {HIGH_BITS{1'b0}};
	else
		data_high <= data_high_next;
end
endmodule
`timescale 1ns / 1ps
module life_data_low #
(
	parameter X=8,
	parameter Y=8,
	parameter HIGH_BITS=(X+3),  
	parameter LOG2X=3,
	parameter LOG2Y=3
) (
	input clk,
	input reset,
	input data_high_lsb,
	input cell_flip,
	input [LOG2X-1:0]cursor_x,
	input [LOG2Y-1:0]cursor_y,
	output reg [(X*Y-HIGH_BITS-1):0]data_low
);
reg [(X*Y-HIGH_BITS-1):0]data_low_next;
always @(*)
begin
	data_low_next = {data_high_lsb, data_low[(X*Y-HIGH_BITS-1):1]};
	if (cell_flip)
		data_low_next[{cursor_y, cursor_x}] = !data_low_next[{cursor_y, cursor_x}];
end
always @(posedge clk, negedge reset)
begin
	if (~reset)
		data_low <= {(X*Y-HIGH_BITS){1'b0}};
	else
		data_low <= data_low_next;
end
endmodule
`timescale 1ns / 1ps
module life_neighbour #
(
	parameter X=3'd8,
	parameter Y=3'd8,
	parameter LOG2X=3,
	parameter LOG2Y=3
) (
	input [(X*Y)-1:0]data,
	input [(LOG2X+LOG2Y-1):0]cnt,
	output c, l, r, u, d, lu, ld, ru, rd
 );
wire [LOG2X-1:0]x;
wire [LOG2Y-1:0]y;
assign c  = data[(X*Y-1)];
assign x  = cnt[(LOG2X-1):0];
assign y  = cnt[(LOG2Y-1+LOG2X):LOG2X];
assign r  = (x == (X-1)) ? 1'b0 : data[0];
assign l  = (x == 3'd0)  ? 1'b0 : data[(X*Y-2)];
assign d  = (y == (Y-1)) ? 1'b0 : data[(X-1)];
assign u  = (y == 3'd0)  ? 1'b0 : data[(X*(Y-1)-1)];
assign rd = ((x == (X-1)) || (y == (Y-1))) ? 1'b0 : data[X];
assign ld = ((x == 3'd0)  || (y == (Y-1))) ? 1'b0 : data[X-2];
assign ru = ((x == (X-1)) || (y == 3'd0))  ? 1'b0 : data[X*(Y-1)];
assign lu = ((x == 3'd0)  || (y == 3'd0))  ? 1'b0 : data[X*(Y-1)-2];
endmodule
`timescale 1ns / 1ps
module life_pipe #
(
	parameter X=3'd8,
	parameter Y=3'd8,
	parameter LOG2X=3,
	parameter LOG2Y=3
) (
	input clk,
	input reset,
	input new_data,
	output pipe_out
);
reg [X:0]pipe;
always @(posedge clk, negedge reset)
begin
	if (~reset)
		pipe <= {(X+1){1'b0}};
	else
		pipe <= {pipe[X-1:0], new_data};
end
assign pipe_out = pipe[X];
endmodule
`timescale 1ns / 1ps
module life_row #
(
	parameter X=3'd8,
	parameter Y=3'd8,
	parameter LOG2X=3,
	parameter LOG2Y=3
) (
	input clk,
	input reset,
	input [(LOG2X+LOG2Y-1):0]cnt,
	output reg [X-1:0]row
);
always @(posedge clk, negedge reset)
begin
	if (~reset)
		row <= {X{1'b0}};
	else
		row <= (1 << cnt[LOG2X+LOG2Y-1:LOG2Y]);
end
endmodule
`timescale 1ns / 1ps
module life_sum #
(
	parameter X=3'd8,
	parameter Y=3'd8,
	parameter LOG2X=3,
	parameter LOG2Y=3
) (
	output new_data,
	input c, l, r, u, d, lu, ld, ru, rd
);
wire [1:0]sum1, sum2, sum3;
wire [2:0]total;
assign sum1 = {1'b0, lu} + {1'b0, u} + {1'b0, ru};
assign sum2 = {1'b0, l}  +             {1'b0, r};
assign sum3 = {1'b0, ld} + {1'b0, d} + {1'b0, rd};
assign total = {1'b0, sum1} + {1'b0, sum2} + {1'b0, sum3};
assign new_data = (total == 3'd3) | (total == 3'd2) & c;
endmodule
`timescale 1ns / 1ps
module life #
(
	parameter X=8,
	parameter Y=8,
	parameter HIGH_BITS=(X+3),  
	parameter LOG2X=3,
	parameter LOG2Y=3
) (
	input clk,
	input reset,
        input [2:0]keys,
	output [X-1:0]row,
	output [Y-1:0]col
 );
wire new_data;
wire pipe_out;
wire c, l, r, u, d, lu, ld, ru, rd;
wire [(LOG2X+LOG2Y-1):0]cnt;
wire [(X*Y-1):0]data;
wire nxt_bit;
wire [LOG2X-1:0]cursor_x;
wire [LOG2Y-1:0]cursor_y;
life_data_low  #(
  .X(X),
  .Y(Y),
  .HIGH_BITS(HIGH_BITS),
  .LOG2X(LOG2X),
  .LOG2Y(LOG2Y)
) l_data_l (
	.clk(clk),
	.reset(reset),
	.cell_flip(cell_flip),
	.cursor_x(cursor_x),
	.cursor_y(cursor_y),
	.data_low(data[(X*Y-HIGH_BITS-1):0]),
	.data_high_lsb(data[(X*Y-HIGH_BITS)])
);
life_data_high  #(
  .X(X),
  .Y(Y),
  .HIGH_BITS(HIGH_BITS),
  .LOG2X(LOG2X),
  .LOG2Y(LOG2Y)
) l_data_h (
	.clk(clk),
	.reset(reset),
	.nxt_bit(nxt_bit),
	.cell_flip(cell_flip),
	.pipe_out(pipe_out),
	.cursor_x(cursor_x),
	.cursor_y(cursor_y),
	.data_low_lsb(data[0]),
	.data_high(data[(X*Y-1):(X*Y-HIGH_BITS)])
);
life_cursor  #(
  .X(X),
  .Y(Y),
  .LOG2X(LOG2X),
  .LOG2Y(LOG2Y)
) l_cursor (
	.clk(clk),
	.reset(reset),
	.keys(keys),
	.cursor_x(cursor_x),
	.cursor_y(cursor_y)
);
life_cnt  #(
  .X(X),
  .Y(Y),
  .LOG2X(LOG2X),
  .LOG2Y(LOG2Y)
) l_cnt (
	.clk(clk),
	.reset(reset),
	.keys(keys),
	.nxt_bit(nxt_bit),
	.cnt(cnt)
);
life_row  #(
  .X(X),
  .Y(Y),
  .LOG2X(LOG2X),
  .LOG2Y(LOG2Y)
) l_row (
	.clk(clk),
	.reset(reset),
	.cnt(cnt),
	.row(row)
);
life_col  #(
  .X(X),
  .Y(Y),
  .LOG2X(LOG2X),
  .LOG2Y(LOG2Y)
) l_col (
	.clk(clk),
	.reset(reset),
	.cnt(cnt),
	.top_row(data[X-1:0]),
	.col(col)
);
life_neighbour  #(
  .X(X),
  .Y(Y),
  .LOG2X(LOG2X),
  .LOG2Y(LOG2Y)
) l_n (
	.data(data),
	.cnt(cnt),
	.c(c), .l(l), .r(r), .u(u), .d(d),
	.lu(lu), .ld(ld), .ru(ru), .rd(rd)
);
life_sum  #(
  .X(X),
  .Y(Y),
  .LOG2X(LOG2X),
  .LOG2Y(LOG2Y)
) l_sum (
	.new_data(new_data),
	.c(c), .l(l), .r(r), .u(u), .d(d),
	.lu(lu), .ld(ld), .ru(ru), .rd(rd)
);
life_pipe  #(
  .X(X),
  .Y(Y),
  .LOG2X(LOG2X),
  .LOG2Y(LOG2Y)
) l_pipe (
	.clk(clk),
	.reset(reset),
	.new_data(new_data),
	.pipe_out(pipe_out)
);
endmodule
```

==> out/metrics.cfg <==
[worst_setup_path]
reg2reg_from=l_cnt.cnt[0]
path_max_fanout=11
startpoint_type=flop
end_kind=flop
worst-r2r-cell-count=13
required_ns=5.73
rrSetupSlack_ns=1.82
timing.rr.end=l_pipe.pipe[0]
critPathKind=reg -> reg
critPathArrivalTime_ns=3.91

[floorplan]
dieWidth_um=79.0
rows=27
dieArea_um2=6240
ios=21
coreArea_um2=5610
fp.dieH_um=79.0
initial_core_util_pct=52.9

[clocking]
insertion_delay_ns=0.34
cts_max_level=3
path_clk_slew_ns=0.09
cts_setup_buffers=0
cts_tree=built
cts_resized=0
clock-sinks=97
clk_path_buf_depth=2
holdBufCountCts=0
cts_inserted_buffers=9
root_buffer=clkbuf_8

[synthesis]
syn_inst=158
synthArstFlopShare_pct=100
yosysWarningCount=24
ys_area_um2=2960
syn_area_um2=2960
synth_top_area_share_pct=81.9
edf_count=0
yosysUniqueCellTypes=25
largest_area_cell=dfrtp_1
topCellsByArea=dfrtp_1 (82%), mux2_2 (3.4%), fa_1 (2.7%), ha_1 (2.5%), nor3b_1 (1.3%)
ys.flops=97
syn_area_per_cell_um2=18.8
ys_cells=158
synth_top_flop_cell=dfrtp_1
ys_seq_share_pct=81.9

[placement]
dp_cells=246
port_buffers=20
dpl_cell_area_um2=3220
dpl.hpwl_um=2050
routabilityCongestion=0.739

[timing]
slew_headroom_pct=53.2
setup_viol_count_final=0
rsz0062_at_grt=no
fin_crit_ns=3.68
setup_total_negative_slack_ns=0
finalHoldViolCount=0
max_freq_mhz=272
finalCritPeriodShare_pct=66.9
slew_viol_final=0
clock_skew_ns=0.00636
tightest_slew_ns=0.702

[detailed_routing]
met2_length_um=1370
drt_wl_total_um=3560
firstDrtPassIters=3
wl_per_cell_um=13.6
drtIter0Drc=47
vias_per_cell=4.64
vias=1212
wl_met3_um=229
ant_nets=0
met1_length_um=1900
drc=0
top_layer=met4
antennaDiodeCount=0

[power]
power_w=0.00115
peakVddDrop_uv=226
p_leak_nw=1.73
comb_power_share_pct=1.4
intPower_w=0.000916
switchingPower_w=0.000231
p_sw_share_pct=20.1
powerDensity_nw_per_um2=337
clockPowerShare_pct=36.5
pwr-share-seq_pct=62.1

[global_route]
grt_pass1_wl_um=6090
overflow=0
track_usage_pct=13.9
antenna_found_initial=0
grt_pass1_vias=1244
grt_max_degree=60

[min_path]
hold_depth=0
holdPathEnd=l_data_l.data_low[21]
hp-start=l_data_l.data_low[22]
hold_class=reg -> reg

[layout]
final_cells=261
fin_area_um2=3410
syn_to_final_growth_pct=14.9
nFillCells=428
drive_gt1_share_pct=14.8

[flow_run]
cap_violations=0
warnings=27

[status]
outcome=complete, no violations

area by class of cell:
| cell class | count | area, µm² | area share [%] |
|---|---|---|---|
| multi-input cells | 51 | 475 | 14.0 |
| inverters | 5 | 18.8 | 0.551 |
| well taps | 72 | 90.1 | 2.64 |
| repair buffers | 21 | 205 | 6.02 |
| clock buffers | 12 | 165 | 4.85 |
| flip-flops and latches | 97 | 2430 | 71.2 |
| clock inverters | 3 | 25.0 | 0.734 |
registers in the layout, indices dropped and copies added, names as in the netlist:
name,flops
l_data_l.data_low,53
l_col.col,8
l_pipe.pipe,9
l_cnt.nxt,1
l_data_h.data_high,11
l_cnt.nxt_bit,1
l_row.row,8
l_cnt.cnt,6
synth_stat cells (all sizes together) (2+ instances only):
| master | n |
|---|---|
| xnor2 | 2 |
| nor3b | 5 |
| mux2 | 10 |
| nor2b | 3 |
| and3b | 2 |
| ha | 6 |
| buf | 5 |
| fa | 4 |
| nand3 | 3 |
| inv | 5 |
| nand2 | 4 |
| dfrtp | 97 |
| nor2 | 4 |
power by group through the flow:
stage / combinational (W) / clock, W / sequential [W]
4_1_cts: 0.0000168 / 0.000436 / 0.000712
5_1_grt: 0.0000187 / 0.000469 / 0.000713
6_report: 0.0000157 / 0.000418 / 0.000712
per-layer routing:
metal | vias up | track usage (%)
li1 | 556 | -
met1 | 623 | 26.8
met2 | 28 | 17.2
met3 | 5 | 5.13
met4 | 0 | 1.82
met5 | - | 0
cell usage in the layout (no fill, tap or decap), types with 2 or more instances in the layout:
cell	n
clkdlybuf4s50_1	19
nand3_1	2
xnor2_1	2
and3b_1	2
nor2_1	4
inv_1	5
clkbuf_8	12
buf_4	2
nand2_1	4
fa_1	4
dfrtp_1	97
mux2_2	9
nor2b_1	3
clkinv_4	2
nor3b_1	5
ha_1	6
stage by stage:
| step | setup WS [ns] | util (%) | hold slack (ns) |
|---|---|---|---|
| after global routing | 1.59 | 60.8 | 0.360 |
| after detailed placement | 1.79 | 57.4 | 0.335 |
| final | 1.82 | 60.8 | 0.350 |
| after global placement | 1.94 | 57.4 | 0.333 |
| after floorplan | 2.05 | - | 0.331 |
| after CTS | 1.78 | 60.8 | 0.355 |
cells by family (layout without fill, tap and decap cells):
family	count (synthesis)	in the layout	share of synthesized area, %
AND-OR/OR-AND	3	3	0.760
XOR/XNOR	3	3	0.887
adder cells (fa/ha/maj)	10	10	5.23
buffers and inverters	10	41	2.07
flip-flops	97	97	81.9
multiplexers	10	10	3.93
AND/OR/NAND/NOR	25	25	5.23
critical path, stage by stage (launching register included):
cell and delay (ns):
dfrtp_1 0.37, inv_1 0.08, ha_1 0.19, nand2b_1 0.38, nand2_1 0.11, nor2_1 0.13
fa_1 0.45, fa_1 0.52, fa_1 0.56, ha_1 0.14, inv_1 0.04, fa_1 0.37
o22ai_1 0.16, a211oi_1 0.06
worst max path at each step:
stage                     to  depth (start not counted)    startpoint
CTS           l_pipe.pipe[0]                         13  l_cnt.cnt[0]
global route  l_pipe.pipe[0]                         13  l_cnt.cnt[0]
finish        l_pipe.pipe[0]                         13  l_cnt.cnt[0]
Power is estimated from default activity; no workload was simulated.
